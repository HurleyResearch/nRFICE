[./constraint.sdc]
current_design clockstretch

set clk_period 1.5
set clk_io_pct 0.2

create_clock -name clk0 -period $clk_period [get_ports {clock}]

set non_clock_inputs [all_inputs -no_clocks]
set_input_delay [expr $clk_period * $clk_io_pct] -clock clk0 $non_clock_inputs
set_output_delay [expr $clk_period * $clk_io_pct] -clock clk0 [all_outputs]
[./run.sh]
#!/bin/bash
# OpenROAD 26Q1-2900-gdf79404cd8, Yosys 0.63+post, stock flow scripts
make -C /OpenROAD-flow-scripts/flow DESIGN_CONFIG=/design/flow/config.mk WORK_HOME=/design/flow/orfs finish
[./design.v]
module clockstretch (
	clock,
	reset,
	clockOut
);
input  clock;
input  reset;
output  clockOut;
parameter [1:0] COUNTING = 2'b0;
parameter [1:0] INTERIM = 2'b1;
parameter [1:0] RESET = 2'b10;
parameter  newParameter = 1'b0;
wire  clock;
wire  clockOut;
wire  reset;
reg [7:0] clockCount;
reg  clockOutReg;
reg [2:0] state;
reg [2:0] next;
assign clockOut = clockOutReg;
always @ (posedge clock or posedge reset) begin 
	if (reset) begin
	end
	else begin
	end
end
always @ (posedge clock or posedge reset) begin
	if (reset)	begin
            state <= 3'b0;
            state[COUNTING] <= 1'b1;
	end
	else state <= next;
end
always @ ( state , clockCount) begin
	next = 3'b0;
	case (1'b1)
		state[COUNTING]  :  begin
			if( clockCount == 8'hf )
				next[INTERIM] = 1'b1;
			else 
				next[COUNTING] = 1'b1;
		end
		state[INTERIM]  :  begin
			next[RESET] = 1'b1;
		end
		state[RESET]  :  begin
			next[COUNTING] = 1'b1;
		end
	endcase
end       
always @ (posedge clock or posedge reset) begin 
	if (reset) begin
		clockCount <= 8'b0;
		clockOutReg <= 1'b0;
	end
	else begin
		clockCount <= clockCount[7:0];
		clockOutReg <= clockOutReg;
		case (1'b1)
			state[COUNTING]  :  begin
				clockCount <= clockCount + 1'b1;
			end
			state[INTERIM]  :  begin
			end
			state[RESET]  :  begin
				clockCount <= 8'b0;
				clockOutReg <= ~clockOutReg;
			end
		endcase
	end
end       
endmodule       
[./config.mk]
export PLATFORM = sky130hd
export DESIGN_NAME = clockstretch
export DESIGN_NICKNAME = clockstretch
export VERILOG_FILES = /design/flow/design.v
export SDC_FILE = /design/flow/constraint.sdc
export NUM_CORES = 4
export LEC_CHECK = 1
export CORE_AREA = 10 10 83 83
export DIE_AREA = 0 0 93 93
==> qor.yml <==
status: "complete, no violations"
fp.dieH_um: 93
antenna_cells: 0
cp.required_ns: 1.20
ant_nets: 0
fin_hold_ws_ns: 0.367
grt_pass1_vias: 322
lay_top_count: "dfrtp_1"
synth_seq_share: 0.592
syn_area_um2: 509
ys_cells: 43
grt_max_degree: 13
max_stage_delay_ns: 0.48
die-area_mm2: 0.00865
hold_class: "input port to async pin"
slew_headroom: 0.709
hpwl_um: 576
critPathLaunchType: "register"
fp_util: 0.0991
warning_count: 25
leakagePower_nw: 0.261
root_buffer: "clkbuf_8"
cts_hold_buf: 0
dr.pass1.iters: 4
grt_first_pass_wirelength_um: 1430
clockBufferDepth: 2
drv_cap: 0
cts_resized: 0
skew_ns: 0.00737
ir_drop_mv: 0.500
synthTopCellsByArea: "dfrtp_1 (54%), dfstp_2 (5.2%), o211ai_1 (4.4%)"
rsz0062_at_grt: "no"
finalSetupTns_ns: 0
layout-drive-gt1-share: 0.167
cts.sinks: 12
syn_inst: 43
drv_slew: 0
power_mw: 0.625
htree_levels: 1
hold_viol: 0
endpoint_kind: "output pin"
fp.dieW_um: 93
cellPowerDensity_mw_per_mm2: 961
grt_use_total: 0.0198
yosys_warnings: 1
port_buffers: 2
finalCritPeriodShare: 0.921
place_congestion: 0.729
route.detailed.drc: 0
ys_types: 20
cts_buffers: 3
antenna_found_initial: 0
post_cts_buffers: 0
logic_area_um2: 189
crit_type: "register to output pin"
clock_latency_ns: 0.24
max_freq_mhz: 724
stdcell_area_um2: 651
dpl-instance-area_um2: 606
period_needed_ns: 1.38
wl_um: 769
path_cells: "clkdlybuf4s50_1"
row_count: 26
ys_area_um2: 509
first_iter_violations: 9
top_area_frac: 0.541
worst-path-max-fanout: 2
crit_slowest_cell: "clkdlybuf4s50_1"
tightest_slew_ns: 0.436
setup_violations: 0
cp.arrival_ns: 1.08
path_clk_slew_ns: 0.05
largest_area_cell: "dfrtp_1"
gr-total-overflow: 0
wl_per_cell_um: 6.52
crit_family: "buffers and inverters"
avgSynthCellArea_um2: 11.8
ys.flops: 12
via_per_inst: 2.89
io_pins: 3
dr_total_vias: 341
crit_buf_inv: 1
tritoncts: "yes"
fill_cells: 601
area_growth_pct: 27.8
seqCellArea_um2: 302
placeableCoreArea_mm2: 0.00514
[worst reg2reg max path, delay by kind of cell (launching register included)]
kind / cells / cell delay, ns
AND-OR/OR-AND: 2 / 0.33
flip-flops: 1 / 0.58
AND/OR/NAND/NOR: 1 / 0.24
[layout make-up]
| class | count | area share |
|---|---|---|
| Clock buffer | 4 | 0.0692 |
| Inverter | 2 | 0.0115 |
| Multi-Input combinational cell | 28 | 0.290 |
| Sequential cell | 12 | 0.463 |
| Tap cell | 70 | 0.135 |
| Timing Repair Buffer | 2 | 0.0308 |
[final timing paths]
kind,start,endpoint,slack [ns],cells past startpoint
setup reg to reg,state[0],clockCount[7],0.24,3
hold reg to reg,clockOutReg,clockOutReg,0.48,1
hold / removal,reset,clockCount[5],0.37,2
max in group asynchronous,reset,state[0],0.79,2
setup / recovery,clockOutReg,clockOut,0.12,1
min in group clk0,clockOutReg,clockOutReg,0.48,1
[metal layers]
layer,vias to the layer above,global-route usage,wire length (µm),share of wire
li1,165,-,-,-
met1,167,0.0262,384,0.50
met2,7,0.0263,313,0.41
met3,2,0.0129,63,0.082
met4,0,0.00386,7,0.0091
met5,-,0,0,0
[registers in the layout (all words and copies together), names as in the netlist]
signal,cells
clockCount,8
state,3
clockOutReg,1
[cell families (layout without fill, tap and decap cells)]
logic type	count (synthesis)	count (layout)	share of synthesized area
XOR/XNOR	2	2	0.0344
multiplexers	1	1	0.0221
AND/OR/NAND/NOR	14	14	0.152
adder cells (fa/ha/maj)	1	1	0.0246
buffers and inverters	3	8	0.0369
flip-flops	12	12	0.592
AND-OR/OR-AND	10	10	0.138
[per-stage QoR]
stage / instances / setup WS, ns / util
after floorplan: 43 / 0.333 / -
after global placement: 114 / 0.256 / 0.118
after detailed placement: 114 / 0.222 / 0.118
after CTS: 118 / 0.0960 / 0.127
after global routing: 118 / 0.0602 / 0.127
final: 118 / 0.118 / 0.127
[synth_stat cells]
library cell	n
o21ai_0	2
xnor2_1	2
dfstp_2	1
inv_1	2
ha_1	1
a22o_2	1
nor2_2	1
a21oi_1	1
o211ai_1	3
and2_2	1
buf_6	1
o31ai_1	3
or4_1	1
dfrtp_1	11
nor2_1	2
nand2_1	3
nand3_1	2
mux2_2	1
or3b_1	1
nand4_1	3
[where the power goes]
| group | internal [mW] | switching [mW] | leakage [nW] |
|---|---|---|---|
| sequential | 0.325 | 0 | 0.164 |
| combinational | 0.00243 | 0.00608 | 0.0740 |
| clock | 0.186 | 0.106 | 0.0228 |
Power and IR drop assume default switching activity.
