--- design/flow/config.mk ---
export PLATFORM = sky130hd
export DESIGN_NAME = top
export DESIGN_NICKNAME = top
export VERILOG_FILES = /design/flow/design.v
export SDC_FILE = /design/flow/constraint.sdc
export NUM_CORES = 4
export LEC_CHECK = 1
export CORE_UTILIZATION = 50
--- design/flow/constraint.sdc ---
current_design top

set clk_period 4.1
set clk_io_pct 0.2

create_clock -name clk0 -period $clk_period [get_ports {clock_in}]

set non_clock_inputs [all_inputs -no_clocks]
set_input_delay [expr $clk_period * $clk_io_pct] -clock clk0 $non_clock_inputs
set_output_delay [expr $clk_period * $clk_io_pct] -clock clk0 [all_outputs]
--- design/flow/design.v ---
module ebr8x16 (
	clk_i,
	rst_i,
	clk_en_i,
	wr_en_i,
	addr_i,
	rd_data_o,
wr_data_i
);
input  clk_i;
input  rst_i;
input  clk_en_i;
input  wr_en_i;
input [7:0] addr_i;
input [15:0] wr_data_i;
output [15:0] rd_data_o;
wire  clk_i;
wire  rst_i;
wire  clk_en_i;
wire  wr_en_i;
wire [7:0] addr_i;
wire [15:0] wr_data_i;
wire [15:0] rd_data_o;
assign rd_data_o = 16'haaaa;
endmodule      
module spi (
	clock,
	reset,
	clk,
	csn,
	mosi,
	ramReadData,
	debug4,
	miso,
	ramAddr,
	ramCLK,
	ramCLKEn,
	ramWriteData,
	ramWriteEn,
	stateDebug,
	pwmRegs
);
input  clk;
input  clock;
input  csn;
input  mosi;
input [15:0] ramReadData;
input  reset;
output [3:0] debug4;
output  miso;
output [7:0] ramAddr;
output  ramCLK;
output  ramCLKEn;
output [15:0] ramWriteData;
output  ramWriteEn;
output [19:0] stateDebug;
output [47:0] pwmRegs;
parameter [4:0] CLKHIGH = 5'b0001;
parameter [4:0] CLKHIGHREAD = 5'b1010;
parameter [4:0] CLKHIGHREADLOOP = 5'b1110;
parameter [4:0] CLKLOW = 5'b0010;
parameter [4:0] CLKLOWREAD = 5'b1100;
parameter [4:0] CSNHIGH = 5'b0000;
parameter [4:0] CSNLOW = 5'b1000;
parameter [4:0] COMMAND = 5'b0110;
parameter [4:0] LASTBIT = 5'b0101;
parameter [4:0] LASTBITCLKHIGH = 5'b10010;
parameter [4:0] LASTBITCLKLOW = 5'b10011;
parameter [4:0] LATCHBIT = 5'b0100;
parameter [4:0] LATCHREADWORD = 5'b1011;
parameter [4:0] READLOWERCLK = 5'b10000;
parameter [4:0] READRAISECLK = 5'b1111;
parameter [4:0] READRAISECLK2 = 5'b10001;
parameter [4:0] SHIFT = 5'b0011;
parameter [4:0] SHIFTREAD = 5'b1101;
parameter [4:0] WRITEPWMREG0 = 5'b10100;
parameter [4:0] WRITEPWMREG1 = 5'b10101;
parameter [4:0] WRITEPWMREG2 = 5'b10110;
parameter [4:0] WRITERAM = 5'b0111;
parameter [4:0] WRITERAMSTORE = 5'b1001;
parameter  newParameter = 1'b0;
wire  clk;
wire  clock;
wire  csn;
wire [3:0] debug4;
wire  miso;
wire  mosi;
wire [7:0] ramAddr;
wire  ramCLK;
wire  ramCLKEn;
wire [15:0] ramReadData;
wire [15:0] ramWriteData;
wire  ramWriteEn;
wire  reset;
wire [19:0] stateDebug;
reg [7:0] bitCount;
reg  clkBuf;
reg  csnBuf;
reg  mosiBuf;
reg [47:0] pwmRegs;
reg [7:0] ramAddrReg;
reg  ramCLKEnReg;
reg  ramCLKReg;
reg  ramWriteEnReg;
reg  readMode;
reg [15:0] readWord;
reg [31:0] spiInWord;
reg [22:0] state;
reg [22:0] next;
assign ramCLK = ramCLKReg;
assign ramWriteEn = ramWriteEnReg;
assign ramAddr[7:0] = readMode == 1'b0 ? spiInWord[23:16] : spiInWord[8:1];
assign ramWriteData[15:0] = spiInWord[15:0];
assign miso = readWord[15];
assign stateDebug[19:0] = state[19:0];
assign debug4[3:0] = spiInWord[3:0];
assign ramCLKEn = ramCLKEnReg;
always @ (posedge clock or posedge reset) begin 
	if (reset) begin
		clkBuf <= 1'b0;
		csnBuf <= 1'b1;
		mosiBuf <= 1'b0;
	end
	else begin
		clkBuf <= clk;
		csnBuf <= csn;
		mosiBuf <= mosi;
	end
end
always @ (posedge clock or posedge reset) begin
	if (reset)	begin
            state <= 23'b0;
            state[CSNHIGH] <= 1'b1;
	end
	else state <= next;
end
always @ ( state , bitCount , clkBuf , csnBuf , readMode , spiInWord) begin
	next = 23'b0;
	case (1'b1)
		state[CLKHIGH]  :  begin
			if( readMode == 1'b1 )
				next[CLKHIGHREAD] = 1'b1;
			else if( clkBuf == 1'b0 && readMode == 1'b0 )
				next[CLKLOW] = 1'b1;
			else if( csnBuf == 1'b1 )
				next[CSNHIGH] = 1'b1;
			else 
				next[CLKHIGH] = 1'b1;
		end
		state[CLKHIGHREAD]  :  begin
			next[READRAISECLK] = 1'b1;
		end
		state[CLKHIGHREADLOOP]  :  begin
			if( clkBuf == 1'b0 )
				next[SHIFTREAD] = 1'b1;
			else 
				next[CLKHIGHREADLOOP] = 1'b1;
		end
		state[CLKLOW]  :  begin
			if( csnBuf == 1'b1 )
				next[CSNHIGH] = 1'b1;
			else if( clkBuf == 1'b1 )
				next[SHIFT] = 1'b1;
			else 
				next[CLKLOW] = 1'b1;
		end
		state[CLKLOWREAD]  :  begin
			if( clkBuf == 1'b1 )
				next[CLKHIGHREADLOOP] = 1'b1;
			else if( csnBuf == 1'b1 )
				next[CSNHIGH] = 1'b1;
			else if( bitCount[7:0] == 8'h10 )
				next[CSNLOW] = 1'b1;
			else 
				next[CLKLOWREAD] = 1'b1;
		end
		state[CSNHIGH]  :  begin
			if( csnBuf == 1'b0 )
				next[CLKHIGH] = 1'b1;
			else 
				next[CSNHIGH] = 1'b1;
		end
		state[CSNLOW]  :  begin
			if( csnBuf == 1'b1 )
				next[CSNHIGH] = 1'b1;
			else 
				next[CSNLOW] = 1'b1;
		end
		state[COMMAND]  :  begin
			if( csnBuf == 1'b1 && spiInWord[31:24] != 8'h10 )
				next[CSNHIGH] = 1'b1;
			else if( spiInWord[31:24] != 8'h10 && spiInWord[31:24] != 8'h11 && spiInWord[31:24] != 8'h12 && spiInWord[31:24] != 8'h13 && spiInWord[31:24] != 8'h14 && clkBuf == 1'b1 )
				next[CSNLOW] = 1'b1;
			else if( spiInWord[31:24] == 8'h12 )
				next[WRITEPWMREG0] = 1'b1;
			else if( spiInWord[31:24] == 8'h13 )
				next[WRITEPWMREG1] = 1'b1;
			else if( spiInWord[31:24] == 8'h14 )
				next[WRITEPWMREG2] = 1'b1;
			else if( spiInWord[31:24] == 8'h10 )
				next[WRITERAM] = 1'b1;
			else 
				next[COMMAND] = 1'b1;
		end
		state[LASTBIT]  :  begin
			if( clkBuf == 1'b0 )
				next[COMMAND] = 1'b1;
			else 
				next[LASTBIT] = 1'b1;
		end
		state[LASTBITCLKHIGH]  :  begin
			if( clkBuf == 1'b0 )
				next[LASTBITCLKLOW] = 1'b1;
			else 
				next[LASTBITCLKHIGH] = 1'b1;
		end
		state[LASTBITCLKLOW]  :  begin
			if( clkBuf == 1'b1 )
				next[LASTBIT] = 1'b1;
			else 
				next[LASTBITCLKLOW] = 1'b1;
		end
		state[LATCHBIT]  :  begin
			if( bitCount == 8'h1F )
				next[LASTBITCLKHIGH] = 1'b1;
			else 
				next[CLKHIGH] = 1'b1;
		end
		state[LATCHREADWORD]  :  begin
			if( clkBuf == 1'b0 )
				next[CLKLOWREAD] = 1'b1;
			else 
				next[LATCHREADWORD] = 1'b1;
		end
		state[READLOWERCLK]  :  begin
			next[READRAISECLK2] = 1'b1;
		end
		state[READRAISECLK]  :  begin
			next[READLOWERCLK] = 1'b1;
		end
		state[READRAISECLK2]  :  begin
			next[LATCHREADWORD] = 1'b1;
		end
		state[SHIFT]  :  begin
			next[LATCHBIT] = 1'b1;
		end
		state[SHIFTREAD]  :  begin
			next[CLKLOWREAD] = 1'b1;
		end
		state[WRITEPWMREG0]  :  begin
			next[CSNLOW] = 1'b1;
		end
		state[WRITEPWMREG1]  :  begin
			next[CSNLOW] = 1'b1;
		end
		state[WRITEPWMREG2]  :  begin
			next[CSNLOW] = 1'b1;
		end
		state[WRITERAM]  :  begin
			next[WRITERAMSTORE] = 1'b1;
		end
		state[WRITERAMSTORE]  :  begin
			next[CSNLOW] = 1'b1;
		end
	endcase
end       
always @ (posedge clock or posedge reset) begin 
	if (reset) begin
		bitCount <= 8'b11111111;
		pwmRegs <= 48'b0;
		ramAddrReg <= 8'b0;
		ramCLKEnReg <= 1'b0;
		ramCLKReg <= 1'b0;
		ramWriteEnReg <= 1'b0;
		readMode <= 1'b0;
		readWord <= 16'hf00f;
		spiInWord <= 32'b0;
	end
	else begin
		bitCount <= bitCount[7:0];
		pwmRegs <= pwmRegs;
		ramAddrReg <= ramAddrReg;
		ramCLKEnReg <= ramCLKEnReg;
		ramCLKReg <= ramCLKReg;
		ramWriteEnReg <= ramWriteEnReg;
		readMode <= readMode;
		readWord <= readWord;
		spiInWord <= spiInWord[31:0];
		case (1'b1)
			state[CLKHIGH]  :  begin
				ramAddrReg <= spiInWord[8:1];
			end
			state[CLKHIGHREAD]  :  begin
				bitCount <= 8'b0;
				ramCLKEnReg <= 1'b1;
				ramCLKReg <= 1'b0;
			end
			state[CLKHIGHREADLOOP]  :  begin
			end
			state[CLKLOW]  :  begin
				spiInWord[0] <= mosiBuf;
			end
			state[CLKLOWREAD]  :  begin
			end
			state[CSNHIGH]  :  begin
				bitCount <= 8'b0;
				ramAddrReg <= 8'b0;
				ramCLKEnReg <= 1'b0;
				ramCLKReg <= 1'b0;
				ramWriteEnReg <= 1'b0;
				readMode <= 1'b0;
				readWord <= 16'hffff;
				spiInWord <= 32'b0;
			end
			state[CSNLOW]  :  begin
				ramCLKEnReg <= 1'b0;
				ramCLKReg <= 1'b0;
				ramWriteEnReg <= 1'b0;
			end
			state[COMMAND]  :  begin
			end
			state[LASTBIT]  :  begin
				spiInWord[0] <= mosiBuf;
			end
			state[LASTBITCLKHIGH]  :  begin
			end
			state[LASTBITCLKLOW]  :  begin
			end
			state[LATCHBIT]  :  begin
				readMode <= (bitCount[7:0] == 8'h10 && spiInWord[16:9] == 8'h11) ? 1'b1 :  readMode;
			end
			state[LATCHREADWORD]  :  begin
				readWord[15:0] <= ramReadData[15:0];
			end
			state[READLOWERCLK]  :  begin
				ramCLKReg <= 1'b0;
			end
			state[READRAISECLK]  :  begin
				ramCLKReg <= 1'b1;
			end
			state[READRAISECLK2]  :  begin
				ramCLKReg <= 1'b1;
			end
			state[SHIFT]  :  begin
				bitCount <= bitCount + 1'b1;
				spiInWord <= spiInWord << 1;
			end
			state[SHIFTREAD]  :  begin
				bitCount <= bitCount + 1'b1;
				readWord <= readWord << 1;
			end
			state[WRITEPWMREG0]  :  begin
				pwmRegs[15:0] <= spiInWord[15:0];
			end
			state[WRITEPWMREG1]  :  begin
				pwmRegs[31:16] <= spiInWord[15:0];
			end
			state[WRITEPWMREG2]  :  begin
				pwmRegs[47:32] <= spiInWord[15:0];
			end
			state[WRITERAM]  :  begin
				ramCLKEnReg <= 1'b1;
				ramCLKReg <= 1'b0;
				ramWriteEnReg <= 1'b1;
			end
			state[WRITERAMSTORE]  :  begin
				ramCLKReg <= 1'b1;
			end
		endcase
	end
end       
endmodule       
module top (
    clock_in,
	reset_in,
      pwm_out,
	  spicsn,
	  spiclk,
	  spimosi,
	  spimiso,
	  spiState,
	  dbgledr,
	  dbgledg,
	  dbgledb,
	  spiDebug4
);
parameter [3:0] ontime_in = 4'b0101;
input  clock_in;
input  reset_in;
input  spicsn;
input  spiclk;
input  spimosi;
output pwm_out;
output dbgledr;
output dbgledg;
output dbgledb;
output spimiso;
output  [4:0]  spiState;
output  [4:0]  spiDebug4;
wire  clock_in;
wire  reset_in;
wire  spicsn;
wire  spiclk;
wire  spimosi;
wire  spimiso;
wire [4:0] spiState;
wire [19:0] spiStateBits;
wire [3:0] spiBitCount;
wire [3:0] ramReadData4;
wire spiReadMode;
wire [15:0] pwm_counter;
wire [15:0] count_out;
wire pwm_out;
wire dbgledr;
wire dbgledg;
wire dbgledb;
reg slowClock;
always @ (posedge clock_in or posedge reset_in) begin 
if (reset_in)
     slowClock <= 1'b0;
else
     slowClock <= ~slowClock;	
end
wire ramCLK;
wire ramCLKEn;
wire ramWriteEn;
wire [15:0] ramWriteData;
wire [7:0] ramAddr;
wire [15:0] ramReadData;
wire [47:0] pwmOnTimes;
ebr8x16 ebr (
        .clk_i(ramCLK), 
        .rst_i(reset_in), 
        .clk_en_i(ramCLKEn), 
        .wr_en_i(ramWriteEn), 
        .wr_data_i(ramWriteData), 
        .addr_i(ramAddr), 
        .rd_data_o(ramReadData)
);
spi spi(
	.clock(clock_in),  
	.reset(reset_in),
	.csn(spicsn), 
	.clk(spiclk), 
	.mosi(spimosi), 
	.miso(spimiso),
	.ramAddr(ramAddr),
	.ramReadData(ramReadData),
	.ramCLKEn(ramCLKEn),
	.ramCLK(ramCLK),
	.ramWriteData(ramWriteData),
	.ramWriteEn(ramWriteEn),
	.stateDebug(spiStateBits),
	.debug4(spiDebug4),
	.pwmRegs(pwmOnTimes)
);
reg [15:0] pwmCounter;
always @ (posedge clock_in or posedge reset_in) begin 
if (reset_in)
     pwmCounter <= 16'b0;
else
     pwmCounter <= pwmCounter + 1'b1;	
end
assign pwm_out = pwm_counter[3];
assign count_out[15:0] = pwm_counter[15:0];
assign dbgledr = pwm_counter[15:0] < pwmOnTimes[15:0] ? 1'b0 : 1'b1;
assign dbgledg = pwm_counter[15:0] < pwmOnTimes[31:16] ? 1'b0 : 1'b1;
assign dbgledb = pwm_counter[15:0] < pwmOnTimes[47:32] ? 1'b0 : 1'b1;
assign spiState[4:0] = (spiStateBits == 20'b00000000000000000001) ? 0 :
                       (spiStateBits == 20'b00000000000000000010) ? 1 :
                       (spiStateBits == 20'b00000000000000000100) ? 2 :
                       (spiStateBits == 20'b00000000000000001000) ? 3 :
                       (spiStateBits == 20'b00000000000000010000) ? 4 :
                       (spiStateBits == 20'b00000000000000100000) ? 5 :
                       (spiStateBits == 20'b00000000000001000000) ? 6 :
                       (spiStateBits == 20'b00000000000010000000) ? 7 :
                       (spiStateBits == 20'b00000000000100000000) ? 8 :
                       (spiStateBits == 20'b00000000001000000000) ? 9 :
                       (spiStateBits == 20'b00000000010000000000) ? 10 :
                       (spiStateBits == 20'b00000000100000000000) ? 11 :
                       (spiStateBits == 20'b00000001000000000000) ? 12 :
                       (spiStateBits == 20'b00000010000000000000) ? 13 :
                       (spiStateBits == 20'b00000100000000000000) ? 14 :
                       (spiStateBits == 20'b00001000000000000000) ? 15 :
                       (spiStateBits == 20'b00010000000000000000) ? 16 :
                       (spiStateBits == 20'b00100000000000000000) ? 17 :
                       (spiStateBits == 20'b01000000000000000000) ? 18 :
                       (spiStateBits == 20'b10000000000000000000) ? 19 : 20;
endmodule       
--- design/flow/run.sh ---
#!/bin/bash
# OpenROAD 26Q1-2900-gdf79404cd8, Yosys 0.63+post, stock flow scripts
make -C /OpenROAD-flow-scripts/flow DESIGN_CONFIG=/design/flow/config.mk WORK_HOME=/design/flow/orfs finish
==> flow_summary.json <==
{
  "yosysTopAreaCellShare": 0.382,
  "relSlewSlack": 0.349,
  "stage_log_warnings": 26,
  "finalSetupViolCount": 0,
  "fin_ws_ns": 0.495,
  "htree_levels": 3,
  "fillCellCount": 701,
  "postCtsHoldBufs": 0,
  "wl_per_cell_um": 17.3,
  "cts_resized": 0,
  "ys_types": 62,
  "clock.fmax_ghz": 0.277,
  "syn-instance-count": 428,
  "die_height_um": 94.2,
  "ant_nets": 0,
  "regToRegStartpoint": "spi.state[1]",
  "layout_top_cell": "dfrtp_1",
  "cts_num_sinks": 83,
  "drt_first_iter_violations": 233,
  "routed_wl_um": 9210,
  "via_per_inst": 6.07,
  "overflow": 0,
  "slowest_stage": "nor4_1",
  "fin_crit_ns": 3.61,
  "hp-class": "register to register",
  "io_buffers": 14,
  "crit_path_max_fanout": 16,
  "avgSynthCellArea_um2": 9.94,
  "cp-end-kind": "output pin",
  "fp_util": 0.518,
  "ys_top_cells_by_area": "dfrtp_1, dfstp_2, a22o_1, a21oi_1, nor4_1",
  "slew_viol_final": 0,
  "chip_area_mm2": 0.00888,
  "grt_pass1_vias": 3072,
  "crit_chain": "nor4_1, nand4_1, nor4_1, a31oi_1, o211ai_1, clkdlybuf4s50_1",
  "power_mw": 1.40,
  "grt_pass1_wl_um": 15500,
  "skew_ns": 0.0112,
  "critPathMostFrequentCell": "nor4_1",
  "synthArstFlopShare": 1.00,
  "setup_tns_ns": 0,
  "lay_top_cells": "dfrtp_1, a22o_1, nor2_1, a21oi_1, nand2_1",
  "clk_pin_slew_worst_paths_ns": 0.09,
  "cts_buffers": 9,
  "ff_type": "dfrtp_1",
  "yosysTopAreaCell": "dfrtp_1",
  "comb_area_mm2": 0.00191,
  "ff2ff_setup_slack_ns": 1.21,
  "worst_pin_slew_ns": 0.968,
  "n_antenna_cell": 0,
  "clock_path_buffers": 2,
  "rsz0062_at_grt": "no",
  "hold_violations": 0,
  "numSynthFlops": 83,
  "dpl.hpwl_um": 6340,
  "core_area_mm2": 0.00822,
  "num_rows": 33,
  "crit_type": "register to output pin",
  "final-seq-area_mm2": 0.00210,
  "insertion_delay_ns": 0.36,
  "ioPinCount": 20,
  "hold_start": "spi.readWord[13]",
  "ir_drop_mv": 0.192,
  "ys_seq_share": 0.494,
  "max_cap_viol_count": 0,
  "critPathRequiredTime_ns": 3.28,
  "vias": 3234,
  "status": "complete, no violations",
  "hold_end": "spi.readWord[14]",
  "path_buffers": 1,
  "track_usage": 0.233,
  "place.gp.congestion": 0.884,
  "cts-root-buf": "clkbuf_8",
  "slowest_delay_ns": 0.61,
  "grt_max_degree": 37,
  "r2r_end": "spi.bitCount[5]",
  "ys_warn_count": 19,
  "antenna_found_initial": 0,
  "drc": 0,
  "post_cts_buffers": 0,
  "p_leak_nw": 1.96,
  "cp_data_arrival_time_ns": 2.79,
  "cts_tree": "yes",
  "reg2reg_depth": 5,
  "hold_depth": 2,
  "synthesis.area_mm2": 0.00425,
  "place_ws_ns": 0.928,
  "dr.pass1.iters": 4,
  "ys_cells": 428,
  "die_width_um": 94.2,
  "crit_family": "simple AND/OR/NAND/NOR gates",
  "critPathLaunchType": "register",
  "area_growth_pct": 7.24,
  "ys_area_mm2": 0.00425,
  "edf_count": 0,
  "power.density_mw_per_mm2": 306,
  "drive_gt1_frac": 0.129,
  "finalCritPeriodShare": 0.879
}
[worst max path at each step]
stage        startpoint          end  slack [ns]  cells past startpoint
4_1_cts    spi.state[1]  spiState[1]        0.52                      6
5_1_grt   spi.state[12]  spiState[0]        0.31                      6
6_report   spi.state[1]  spiState[1]        0.49                      6
[worst register-to-register path, cell delays in order (launching register included)]
cell	delay [ns]
dfrtp_1	0.56
nor4_1	0.90
nor2_1	0.15
or3b_4	0.48
or4_1	0.51
a21oi_1	0.19
[area by class of cell]
type	instances	area share
timing repair buffer	20	0.0406
sequential	83	0.460
multi-input combinational	296	0.419
clock buffer	9	0.0272
inverter	13	0.0110
clock inverter	7	0.0126
tap	105	0.0288
[sequential cells by signal (all words and copies together), names as in the netlist]
signal,cells
spi.spiInWord,32
spi.csnBuf,1
spi.mosiBuf,1
spi.readWord,16
spi.state,23
spi.readMode,1
spi.bitCount,8
spi.clkBuf,1
[synthesized netlist by cell type (all sizes together), types with 3 or more instances]
library cell  count
a22oi             8
nand3            14
xor2              3
a2bb2oi           7
or3              13
dfstp            18
dfrtp            65
nor2b             4
xnor2             8
o31ai             3
inv              13
a22o             24
clkbuf           23
nor3             17
or4               5
nand2            21
a21oi            23
o22a              8
or2               5
nand2b           13
buf              17
nor4b             6
nor4             16
nand4             6
a31oi             3
nor2             23
o21ai            21
[cell families (layout without fill, tap and decap cells)]
| logic type | count (synthesis) | count (layout) | synth area share |
|---|---|---|---|
| adder cells (fa/ha/maj) | 2 | 2 | 0.00588 |
| AND-OR/OR-AND | 121 | 121 | 0.204 |
| flip-flops | 83 | 83 | 0.494 |
| buffers and inverters | 53 | 49 | 0.0612 |
| XOR/XNOR | 11 | 11 | 0.0227 |
| other | 1 | 5 | 0.000882 |
| multiplexers | 2 | 2 | 0.00500 |
| AND/OR/NAND/NOR | 155 | 155 | 0.207 |
[routing by layer]
metal | vias to the layer above | global-route usage | share of wire
li1 | 1570 | - | -
met1 | 1594 | 0.387 | 0.49
met2 | 57 | 0.348 | 0.45
met3 | 13 | 0.0288 | 0.033
met4 | 0 | 0.0333 | 0.019
met5 | - | 0 | 0
[metrics by stage]
stage               std cells  utilization  hold slack (ns)  area (um2)
floorplan                 432            -            0.439        4270
global placement          517        0.533            0.455        4380
detailed placement        517        0.533            0.464        4380
CTS                       533        0.555            0.479        4560
global route              533        0.555            0.490        4560
finish                    533        0.555            0.479        4560
[where the power goes]
group / internal (mW) / switching, mW / leakage [nW] / total (mW)
combinational: 0.00512 / 0.0174 / 0.778 / 0.0225
clock: 0.230 / 0.320 / 0.0886 / 0.550
sequential: 0.821 / 0.00311 / 1.09 / 0.824
total: 1.06 / 0.341 / 1.96 / 1.40
Power figures rest on the tool's default switching activity, not on a simulated workload.
